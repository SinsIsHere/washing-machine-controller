==> design.v <==
`timescale 1ns / 1ps
module Washing_Machine #(
    parameter DRAIN_CYCLE = 30
) (
    input            clk,
    input            rst_n,
    input      [1:0] SELECTOR,
    input            START,
    input            WATER_LEVEL_SENSOR,
    input            TEMP_SENSOR,
    output reg       DOOR_LOCK,
    output reg       WATER_VALVE,
    output reg       DETERGENT_HATCH,
    output reg       WATER_HEATER,
    output reg       DRUM_MOTOR,
    output reg       WATER_PUMP,
    output reg [2:0] CURRENT_STATE
);
    localparam IDLE           = 3'd0;
    localparam WATER_FILLING  = 3'd1;
    localparam WATER_HEATING  = 3'd2;
    localparam WASHING        = 3'd3;
    localparam WATER_DRAINING = 3'd4;
    localparam NO_DETERGENT_NO_HEATING = 2'b00;
    localparam NO_DETERGENT_HEATING    = 2'b01;
    localparam DETERGENT_NO_HEATING    = 2'b10;
    localparam DETERGENT_HEATING       = 2'b11;
    reg [5:0] WASH_CYCLE;
    always @(SELECTOR) begin
        case (SELECTOR)
            NO_DETERGENT_NO_HEATING: WASH_CYCLE = 10;
            NO_DETERGENT_HEATING:    WASH_CYCLE = 20;
            DETERGENT_NO_HEATING:    WASH_CYCLE = 30;
            DETERGENT_HEATING:       WASH_CYCLE = 40;
            default:                 WASH_CYCLE = 30;
        endcase
    end
    reg [2:0] NEXT_STATE;
    reg [5:0] washing_cycle;
    reg [5:0] draining_cycle;
    always @(*) begin
        case (CURRENT_STATE)
            IDLE: begin
                if (START) NEXT_STATE = WATER_FILLING;
                else NEXT_STATE = IDLE;
            end
            WATER_FILLING: begin
                if (WATER_LEVEL_SENSOR && SELECTOR[0]) NEXT_STATE = WATER_HEATING;
                else if (WATER_LEVEL_SENSOR && !SELECTOR[0]) NEXT_STATE = WASHING;
                else NEXT_STATE = WATER_FILLING;
            end
            WATER_HEATING: begin
                if (TEMP_SENSOR) NEXT_STATE = WASHING;
                else NEXT_STATE = WATER_HEATING;
            end
            WASHING: begin
                if (washing_cycle == 0) NEXT_STATE = WATER_DRAINING;
                else NEXT_STATE = WASHING;
            end
            WATER_DRAINING: begin
                if (draining_cycle == 0) NEXT_STATE = IDLE;
                else NEXT_STATE = WATER_DRAINING;
            end
            default: NEXT_STATE = IDLE;
        endcase
    end
    always @(posedge clk) begin
        if (!rst_n) CURRENT_STATE <= IDLE;
        else CURRENT_STATE <= NEXT_STATE;
    end
    always @(*) begin
        case (CURRENT_STATE)
            IDLE: begin
                DOOR_LOCK = 0;
                DETERGENT_HATCH = 0;
                WATER_PUMP = 0;
                WATER_HEATER = 0;
                DRUM_MOTOR = 0;
                WATER_VALVE = 0;
            end
            WATER_FILLING: begin
                DOOR_LOCK = 1;
                DETERGENT_HATCH = SELECTOR[1];
                WATER_PUMP = 0;
                WATER_HEATER = 0;
                DRUM_MOTOR = 0;
                WATER_VALVE = 1;
            end
            WATER_HEATING: begin
                DOOR_LOCK = 1;
                DETERGENT_HATCH = 0;
                WATER_PUMP = 0;
                WATER_HEATER = 1;
                DRUM_MOTOR = 0;
                WATER_VALVE = 0;
            end
            WASHING: begin
                DOOR_LOCK = 1;
                DETERGENT_HATCH = 0;
                WATER_PUMP = 0;
                WATER_HEATER = 0;
                DRUM_MOTOR = 1;
                WATER_VALVE = 0;
            end
            WATER_DRAINING: begin
                DOOR_LOCK = 1;
                DETERGENT_HATCH = 0;
                WATER_PUMP = 1;
                WATER_HEATER = 0;
                DRUM_MOTOR = 0;
                WATER_VALVE = 0;
            end
            default: begin
                DOOR_LOCK = 0;
                DETERGENT_HATCH = 0;
                WATER_PUMP = 0;
                WATER_HEATER = 0;
                DRUM_MOTOR = 0;
                WATER_VALVE = 0;
            end
        endcase
    end
    always @(posedge clk) begin
        case (CURRENT_STATE)
            IDLE: begin
                washing_cycle <= WASH_CYCLE;
                draining_cycle <= DRAIN_CYCLE;
            end
            WASHING: washing_cycle <= washing_cycle - 1;
            WATER_DRAINING: draining_cycle <= draining_cycle - 1;
        endcase
    end
endmodule
==> config.mk <==
export PLATFORM = sky130hd
export DESIGN_NAME = Washing_Machine
export DESIGN_NICKNAME = Washing_Machine
export VERILOG_FILES = /design/flow/design.v
export SDC_FILE = /design/flow/constraint.sdc
export NUM_CORES = 4
export LEC_CHECK = 1
export CORE_AREA = 10 10 85 85
export DIE_AREA = 0 0 95 95
==> run.sh <==
#!/bin/bash
# OpenROAD 26Q1-2900-gdf79404cd8, Yosys 0.63+post, stock flow scripts
make -C /OpenROAD-flow-scripts/flow DESIGN_CONFIG=/design/flow/config.mk WORK_HOME=/design/flow/orfs finish
==> constraint.sdc <==
current_design Washing_Machine

set clk_period 3.3
set clk_io_pct 0.2

create_clock -name clk0 -period $clk_period [get_ports {clk}]

set non_clock_inputs [all_inputs -no_clocks]
set_input_delay [expr $clk_period * $clk_io_pct] -clock clk0 $non_clock_inputs
set_output_delay [expr $clk_period * $clk_io_pct] -clock clk0 [all_outputs]
==> out/results.tsv <==
stage	metric	value	unit
finish	storage element area	420	um^2
routing	diode count	0	
synth	Synth Area per Inst	10.2	um^2
power_and_ir_drop	PnR Total Power	0.484	mW
synth	Yosys Warn Count	1	
routing	DR DRC count	0	
power_and_ir_drop	Switch Pwr	0.125	mW
status	outcome	completed	
power_and_ir_drop	Clock Power Share	0.306	
die	Core ar.	5470	um^2
job	MaxCap Viol Count	0	
sta	Final Setup Violations	0	
power_and_ir_drop	Switching Fraction	0.259	
sta	Hold Fails Final Rpt	0	
synth	flip-flops with a built-in enable	12	
min_path	hold path depth	2	
die	Die Area	9030	um^2
sta	FMAX	373	MHz
synth	Yosys cell types	30	
grt	GR Overflow Total	0	
grt	All-Layer GR Usage	0.0451	
place	routability congestion estimate	0.827	
setup_path	FF-to-FF path depth	5	
grt	first-pass GRT wire length	3.33	mm
setup_path	Worst Path Max Fanout	9	
sta	Tightest Pin Transition	594	ps
min_path	Hold/Removal Path Class	flip-flop to flip-flop	
grt	vias in the first global route	700	
synth	Synth area leader	edfxtp_1	
clock_network	CTS root buffer	clkbuf_8	
synth	mapped cell area	910	um^2
synth	# Cells Yosys	89	
clock_network	Clock Latency Late Sink	250	ps
finish	FILL cells	614	
die	Init Core Util	0.166	
finish	layout cell share with drive strength beyond 1	0.0667	
sta	worst rel slew slack	0.603	
synth	top cells, area	edfxtp_1 40%, ha_1 11%, dfxtp_1 6.6%, xnor2_1 5.8%, inv_1 3.7%	
setup_path	Worst EP required	2640	ps
die	width of the die	95	um
power_and_ir_drop	internal power	0.359	mW
routing	Pre-antenna DRT Iters	4	
setup_path	CP startpoint kind	flip-flop	
sta	Min Hold Slack	587	ps
synth	YS chip area	910	um^2
clock_network	post_cts resized	0	
sta	setup total negative slack	0	ps
sta	Clock Skews	2.74	ps
synth	top_reg_cell synth	edfxtp_1	
synth	Seq share, synth	0.462	
routing	Vias	654	
synth	Flops after synth	15	
job	tool warnings	30	
clock_network	CTS tree	built	
power_and_ir_drop	PwrDens	409	nW/um^2
synth	most common cell in the netlist	edfxtp_1	
grt	initial antenna violation count	0	
routing	wire per inst	10.9	um
setup_path	Crit Path Class	flip-flop to output pin	
sta	Slew Viols, Final	0	
die	height of the die	95	um
synth	Synth top area share	0.396	
clock_network	CTS Hold Bufs	0	
synth	Syn Inst Count	89	
routing	DR iter-0 viols	37	
sta	Tcrit/Tclk final	0.812	
clock_network	TritonCTS buffer count	3	
synth	Post-synth ARST share	0	
sta	post-layout min period	2680	ps
finish	fin util	0.216	
clock_network	# clock sinks	15	
power_and_ir_drop	Comb pwr share	0.185	
finish	area grow syn2layout	30.0	%
grt	largest net degree at the start of global routing	10	
clock_network	Clock Tree Buf Depth	2	
place	Port Buffers	15	
power_and_ir_drop	Flop pwr share	0.509	
power_and_ir_drop	P_leak	0.417	nW
die	Cell Rows	27	
synth	top post-synthesis cells by count	12 x edfxtp_1, 9 x inv_1, 8 x ha_1	
clock_network	post-CTS setup buffers	0	
clock_network	H-tree depth	1	
power_and_ir_drop	worst vdd ir	0.113	mV
routing	DRT Wirelength	1.93	mm
clock_network	Reg clk slew, reported paths	60	ps
setup_path	Worst Setup End Kind	output pin	
finish	Logic area	438	um^2
routing	post-DR vias/cell	3.69	
routing	Post-DRT Antenna Nets	0	
die	I/O pin count	16	
place	post-DP HPWL	1.55	mm
setup_path	critical path data arrival time	2020	ps
sta	RSZ-0062 raised after global routing	false	
==> flip-flops by register name, summed over array words and instances, names as in the netlist <==
signal / count
draining_cycle: 6
washing_cycle: 6
CURRENT_STATE: 3
==> layout by cell type, fill, tap and decap left out <==
master / count
o31ai_1: 1
o31a_1: 1
nand3_1: 3
clkinv_1: 1
clkinv_2: 1
a211o_1: 1
inv_1: 9
nand2b_1: 1
dfxtp_1: 3
edfxtp_1: 12
nor2_1: 6
nand4_1: 1
or4_1: 1
clkbuf_8: 3
nor3b_1: 3
xnor2_1: 6
a21oi_1: 5
and2_1: 1
clkdlybuf4s50_1: 15
o21ai_0: 3
a31o_2: 1
nor4_1: 1
nand3b_1: 1
or3_4: 1
a21boi_0: 2
nand2_1: 6
xor2_1: 2
nor3_1: 3
or4b_2: 1
mux2i_1: 2
ha_1: 8
==> metrics by stage <==
| stage | cell area, um^2 | setup slack [ps] | cells |
|---|---|---|---|
| finish | 1180 | 622 | 177 |
| global route | 1180 | 398 | 177 |
| CTS | 1180 | 569 | 177 |
| detailed placement | 1140 | 834 | 173 |
| global placement | 1140 | 821 | 173 |
| floorplan | 910 | 1550 | 89 |
==> worst max-delay path: stages, from the launching register on <==
cell and delay [ps]:
dfxtp_1 390, nor2_1 510, nand2_1 200, inv_1 190, clkdlybuf4s50_1 490
==> power groups by stage <==
stage         logic [mW]  registers (mW)  clock network (mW)
global route       0.106           0.250               0.161
finish            0.0897           0.246               0.148
CTS               0.0921           0.247               0.151
==> routing by layer <==
metal	up-vias	global-route usage	share of wire
met3	4	0.0112	0.053
met5	-	0	0
li1	344	-	-
met4	0	0.0112	0.025
met2	13	0.0704	0.44
met1	293	0.0617	0.48
==> worst paths after layout <==
kind                              startpoint                           to  slack (ps)
min reg2reg      CURRENT_STATE[0]$_SDFF_PN0_  CURRENT_STATE[1]$_SDFF_PN0_         590
max reg2reg  draining_cycle[0]$_SDFFCE_PN0P_  CURRENT_STATE[2]$_SDFF_PN0_        1610
min              CURRENT_STATE[0]$_SDFF_PN0_  CURRENT_STATE[1]$_SDFF_PN0_         590
max              CURRENT_STATE[0]$_SDFF_PN0_                   WATER_PUMP         620
==> cell families after synthesis <==
| kind of cell | count (synthesis) | share of synthesized area |
|---|---|---|
| xor gates and xnor gates | 8 | 0.0770 |
| muxes | 2 | 0.0220 |
| adders and majority gates | 8 | 0.110 |
| buffers and inverters | 13 | 0.0564 |
| and+or+nand+nor | 29 | 0.175 |
| DFF | 15 | 0.462 |
| AOI/OAI and AO/OA | 14 | 0.0977 |
==> cell type report <==
| type | instances | share of cell area |
|---|---|---|
| Multi-Input combinational cell | 61 | 0.370 |
| Sequential cell | 15 | 0.356 |
| Timing Repair Buffer | 15 | 0.127 |
| Tap cell | 72 | 0.0762 |
| Clock buffer | 3 | 0.0349 |
| Inverter | 10 | 0.0317 |
| Clock inverter | 1 | 0.00423 |
Power and IR drop assume default switching activity.
